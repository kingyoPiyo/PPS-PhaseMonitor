$ cat flow/run.sh
#!/bin/bash
# OpenROAD 26Q1-2900-gdf79404cd8, Yosys 0.63+post, stock flow scripts
make -C /OpenROAD-flow-scripts/flow DESIGN_CONFIG=/design/flow/config.mk WORK_HOME=/design/flow/orfs finish
$ cat flow/design.v
module ans_proc (
    input   wire            i_clk,
    input   wire            i_rst_n,
    input   wire    [29:0]  i_ph1,
    input   wire    [29:0]  i_ph2,
    input   wire    [29:0]  i_ph3,
    input   wire    [29:0]  i_ph4,
    input   wire    [29:0]  i_ph5,
    input   wire    [27:0]  i_freq,
    input   wire            i_tx_start,
    output  wire            o_uart_tx
    );
    reg     [29:0]  r_ph1;
    reg     [29:0]  r_ph2;
    reg     [29:0]  r_ph3;
    reg     [29:0]  r_ph4;
    reg     [29:0]  r_ph5;
    reg     [27:0]  r_freq;
    always @(posedge i_clk or negedge i_rst_n) begin
        if (~i_rst_n) begin
            r_ph1[29:0] <= 30'd0;
            r_ph2[29:0] <= 30'd0;
            r_ph3[29:0] <= 30'd0;
            r_ph4[29:0] <= 30'd0;
            r_ph5[29:0] <= 30'd0;
            r_freq[27:0] <= 28'd0;
        end else if (i_tx_start) begin
            r_ph1[29:0] <= i_ph1[29:0];
            r_ph2[29:0] <= i_ph2[29:0];
            r_ph3[29:0] <= i_ph3[29:0];
            r_ph4[29:0] <= i_ph4[29:0];
            r_ph5[29:0] <= i_ph5[29:0];
            r_freq[27:0] <= i_freq[27:0];
        end
    end
    reg     [7:0]   r_write_byte_cnt;
    reg             r_uart_tx_busy;
    reg             r_uart_tx_en;
    wire            w_tx_empty;
    always @(posedge i_clk or negedge i_rst_n) begin
        if (~i_rst_n) begin
            r_write_byte_cnt[7:0] <= 8'd0;
            r_uart_tx_busy <= 1'b0;
            r_uart_tx_en <= 1'b0;
        end else if (i_tx_start) begin                   
            r_uart_tx_busy <= 1'b1;
        end else if (r_uart_tx_busy & w_tx_empty) begin
            r_uart_tx_en <= 1'b1;
        end else if (r_uart_tx_en) begin
            r_write_byte_cnt[7:0] <= r_write_byte_cnt[7:0] + 8'd1;
            r_uart_tx_en <= 1'b0;
            if (r_write_byte_cnt[7:0] == 8'd53) begin    
                r_write_byte_cnt[7:0] <= 8'd0;
                r_uart_tx_busy <= 1'b0;
            end
        end
    end
    function [7:0] getHexStr (input [3:0] in);
        begin
            case (in[3:0])
                4'h0: getHexStr[7:0] = 8'h30;
                4'h1: getHexStr[7:0] = 8'h31;
                4'h2: getHexStr[7:0] = 8'h32;
                4'h3: getHexStr[7:0] = 8'h33;
                4'h4: getHexStr[7:0] = 8'h34;
                4'h5: getHexStr[7:0] = 8'h35;
                4'h6: getHexStr[7:0] = 8'h36;
                4'h7: getHexStr[7:0] = 8'h37;
                4'h8: getHexStr[7:0] = 8'h38;
                4'h9: getHexStr[7:0] = 8'h39;
                4'hA: getHexStr[7:0] = 8'h41;
                4'hB: getHexStr[7:0] = 8'h42;
                4'hC: getHexStr[7:0] = 8'h43;
                4'hD: getHexStr[7:0] = 8'h44;
                4'hE: getHexStr[7:0] = 8'h45;
                4'hF: getHexStr[7:0] = 8'h46;
            endcase
        end
    endfunction
    wire    [7:0]   w_uart_tx_data = 
                                     (r_write_byte_cnt[7:0] == 8'd0) ? getHexStr({2'd0, r_ph1[29:28]}) :
                                     (r_write_byte_cnt[7:0] == 8'd1) ? getHexStr(r_ph1[27:24]) :
                                     (r_write_byte_cnt[7:0] == 8'd2) ? getHexStr(r_ph1[23:20]) :
                                     (r_write_byte_cnt[7:0] == 8'd3) ? getHexStr(r_ph1[19:16]) :
                                     (r_write_byte_cnt[7:0] == 8'd4) ? getHexStr(r_ph1[15:12]) :
                                     (r_write_byte_cnt[7:0] == 8'd5) ? getHexStr(r_ph1[11:8]) :
                                     (r_write_byte_cnt[7:0] == 8'd6) ? getHexStr(r_ph1[7:4]) :
                                     (r_write_byte_cnt[7:0] == 8'd7) ? getHexStr(r_ph1[3:0]) :
                                     (r_write_byte_cnt[7:0] == 8'd8) ? 8'h2c :    
                                     (r_write_byte_cnt[7:0] == 8'd9) ? getHexStr({2'd0, r_ph2[29:28]}) :
                                     (r_write_byte_cnt[7:0] == 8'd10) ? getHexStr(r_ph2[27:24]) :
                                     (r_write_byte_cnt[7:0] == 8'd11) ? getHexStr(r_ph2[23:20]) :
                                     (r_write_byte_cnt[7:0] == 8'd12) ? getHexStr(r_ph2[19:16]) :
                                     (r_write_byte_cnt[7:0] == 8'd13) ? getHexStr(r_ph2[15:12]) :
                                     (r_write_byte_cnt[7:0] == 8'd14) ? getHexStr(r_ph2[11:8]) :
                                     (r_write_byte_cnt[7:0] == 8'd15) ? getHexStr(r_ph2[7:4]) :
                                     (r_write_byte_cnt[7:0] == 8'd16) ? getHexStr(r_ph2[3:0]) :
                                     (r_write_byte_cnt[7:0] == 8'd17) ? 8'h2c :    
                                     (r_write_byte_cnt[7:0] == 8'd18) ? getHexStr({2'd0, r_ph3[29:28]}) :
                                     (r_write_byte_cnt[7:0] == 8'd19) ? getHexStr(r_ph3[27:24]) :
                                     (r_write_byte_cnt[7:0] == 8'd20) ? getHexStr(r_ph3[23:20]) :
                                     (r_write_byte_cnt[7:0] == 8'd21) ? getHexStr(r_ph3[19:16]) :
                                     (r_write_byte_cnt[7:0] == 8'd22) ? getHexStr(r_ph3[15:12]) :
                                     (r_write_byte_cnt[7:0] == 8'd23) ? getHexStr(r_ph3[11:8]) :
                                     (r_write_byte_cnt[7:0] == 8'd24) ? getHexStr(r_ph3[7:4]) :
                                     (r_write_byte_cnt[7:0] == 8'd25) ? getHexStr(r_ph3[3:0]) :
                                     (r_write_byte_cnt[7:0] == 8'd26) ? 8'h2c :    
                                     (r_write_byte_cnt[7:0] == 8'd27) ? getHexStr({2'd0, r_ph4[29:28]}) :
                                     (r_write_byte_cnt[7:0] == 8'd28) ? getHexStr(r_ph4[27:24]) :
                                     (r_write_byte_cnt[7:0] == 8'd29) ? getHexStr(r_ph4[23:20]) :
                                     (r_write_byte_cnt[7:0] == 8'd30) ? getHexStr(r_ph4[19:16]) :
                                     (r_write_byte_cnt[7:0] == 8'd31) ? getHexStr(r_ph4[15:12]) :
                                     (r_write_byte_cnt[7:0] == 8'd32) ? getHexStr(r_ph4[11:8]) :
                                     (r_write_byte_cnt[7:0] == 8'd33) ? getHexStr(r_ph4[7:4]) :
                                     (r_write_byte_cnt[7:0] == 8'd34) ? getHexStr(r_ph4[3:0]) :
                                     (r_write_byte_cnt[7:0] == 8'd35) ? 8'h2c :    
                                     (r_write_byte_cnt[7:0] == 8'd36) ? getHexStr({2'd0, r_ph5[29:28]}) :
                                     (r_write_byte_cnt[7:0] == 8'd37) ? getHexStr(r_ph5[27:24]) :
                                     (r_write_byte_cnt[7:0] == 8'd38) ? getHexStr(r_ph5[23:20]) :
                                     (r_write_byte_cnt[7:0] == 8'd39) ? getHexStr(r_ph5[19:16]) :
                                     (r_write_byte_cnt[7:0] == 8'd40) ? getHexStr(r_ph5[15:12]) :
                                     (r_write_byte_cnt[7:0] == 8'd41) ? getHexStr(r_ph5[11:8]) :
                                     (r_write_byte_cnt[7:0] == 8'd42) ? getHexStr(r_ph5[7:4]) :
                                     (r_write_byte_cnt[7:0] == 8'd43) ? getHexStr(r_ph5[3:0]) :
                                     (r_write_byte_cnt[7:0] == 8'd44) ? 8'h2c :    
                                     (r_write_byte_cnt[7:0] == 8'd45) ? getHexStr(r_freq[27:24]) :
                                     (r_write_byte_cnt[7:0] == 8'd46) ? getHexStr(r_freq[23:20]) :
                                     (r_write_byte_cnt[7:0] == 8'd47) ? getHexStr(r_freq[19:16]) :
                                     (r_write_byte_cnt[7:0] == 8'd48) ? getHexStr(r_freq[15:12]) :
                                     (r_write_byte_cnt[7:0] == 8'd49) ? getHexStr(r_freq[11:8]) :
                                     (r_write_byte_cnt[7:0] == 8'd50) ? getHexStr(r_freq[7:4]) :
                                     (r_write_byte_cnt[7:0] == 8'd51) ? getHexStr(r_freq[3:0]) :
                                     (r_write_byte_cnt[7:0] == 8'd52) ? 8'h0d :     
                                     (r_write_byte_cnt[7:0] == 8'd53) ? 8'h0a :     
                                     8'd0;
    uart_tx uart_tx_inst (
        .i_clk ( i_clk ),
        .i_rst_n ( i_rst_n ),
        .i_data ( w_uart_tx_data[7:0] ),
        .i_txen ( r_uart_tx_en ),
        .o_uart_miso ( o_uart_tx ),
        .o_txempty ( w_tx_empty )
    );
endmodule
module uart_tx (
    input           i_clk,
    input           i_rst_n,
    input   [7:0]   i_data,
    input           i_txen,
    output          o_uart_miso,
    output          o_txempty
    );
    parameter   DIV_WID = 9;
    parameter   DIV_CNT = 9'd433;   
    reg     [9:0]       data;        
    reg                 txempty;
    reg                 miso;
    reg     [DIV_WID-1:0]   div;
    wire                start;
    wire                fin;
    wire                dt_txpls;
    reg     [3:0]       bitCnt;
    assign start = (txempty & i_txen);
    assign fin  = (bitCnt == 4'd10 & div == 9'd0);
    assign dt_txpls = (~txempty & div == DIV_CNT);
    always @(posedge i_clk or negedge i_rst_n) begin
        if (~i_rst_n)
            txempty <= 1'b1;
        else if (start)
            txempty <= 1'b0;
        else if (fin)
            txempty <= 1'b1;
    end
    always @(posedge i_clk or negedge i_rst_n) begin
        if (~i_rst_n)
            data <= 10'b1_00000000_0;
        else if (start)
            data <= { 1'b1, i_data[7:0], 1'b0 };
        else if (dt_txpls)
            data <= { 1'd0, data[9:1] };
    end
    always @(posedge i_clk or negedge i_rst_n) begin
        if (~i_rst_n)
            bitCnt <= 4'd0;
        else if (start)
            bitCnt <= 4'd0;
        else if (dt_txpls)
            bitCnt <= bitCnt + 4'd1;
    end
    always @(posedge i_clk or negedge i_rst_n) begin
        if (~i_rst_n)
            div <= 0;
        else if (start)
            div <= DIV_CNT;
        else if (~txempty) begin
            if (div == 9'd0)
                div <= DIV_CNT;
            else
                div <= div - 9'd1;
        end else
            div <= 9'd0;
    end
    always @(posedge i_clk or negedge i_rst_n) begin
        if (~i_rst_n)
            miso <= 1'b1;
        else if (dt_txpls) begin
            miso <= data[0];     
        end
    end
    assign o_uart_miso = miso;
    assign o_txempty = txempty;
endmodule
$ cat flow/config.mk
export PLATFORM = sky130hd
export DESIGN_NAME = ans_proc
export DESIGN_NICKNAME = ans_proc
export VERILOG_FILES = /design/flow/design.v
export SDC_FILE = /design/flow/constraint.sdc
export NUM_CORES = 4
export LEC_CHECK = 1
export CORE_UTILIZATION = 30
export SYNTH_MEMORY_MAX_BITS = 65536
$ cat flow/constraint.sdc
current_design ans_proc

set clk_period 8.7
set clk_io_pct 0.2

create_clock -name clk0 -period $clk_period [get_ports {i_clk}]

set non_clock_inputs [all_inputs -no_clocks]
set_input_delay [expr $clk_period * $clk_io_pct] -clock clk0 $non_clock_inputs
set_output_delay [expr $clk_period * $clk_io_pct] -clock clk0 [all_outputs]
==> summary.txt <==
Number of buffers inserted during clock tree synthesis - 26
Switching Power - 0.000881 W
Clock transition time at the flip-flop clock pins of the worst setup and hold paths - 60 ps
Die Wd - 231 um
TritonCTS clock tree - built
Worst-case clock skew - 14.6 ps
Via count of the first global-routing pass - 14,804
Most popular library cell in the synthesized design by count - nand2_1
Routed wire length - 60,900 um
Leakage - 8.01 nW
Final Cycle Share - 40.4%
Data required time at the worst endpoint - 9110 ps
Count of warnings emitted by yosys - 2
Sequential-to-total area share from yosys stat - 33.9%
Clock share of power - 38.9%
Final routed wire length divided by cell count - 22.0 um
Pin count of the biggest net entering global routing - 79
Number of remaining DRC errors - 0
Maximum cell stage delay along the critical path - 620 ps
Fin crit period - 3520 ps
Wire length of the first global-routing pass - 92,600 um
TritonRoute pass-1 iters - 5
Proportion of layout cells with a drive suffix above 1 - 9.85%
Highest clock rate - 284 MHz
Total global-route track usage - 23.5%
Vias after detailed routing - 15,078
Max Buffers Root-to-Sink - 3
Seq pwr share - 41.5%
Top area cell types - dfrtp_1 33%, o21ai_0 7.9%, ha_1 7.3%
Cell area after technology mapping - 0.0157 mm2
List of most frequent post-synthesis cells - 279 x nand2_1, 248 x o21ai_0, 210 x dfrtp_1
Post-layout total power - 0.00290 W
Total stage count of the critical path - 12
Initial antenna violation count - 0
Final setup TNS - 0 ps
Number of instances on the worst hold path - 2
Worst IR Drop VDD - 0.131 mV
Root buf cell - clkbuf_16
IO buf count - 181
Status - complete, no violations
Distinct cell type count of the synthesized netlist - 92
Min-delay worst type - reg -> reg
Number of gates resized after cts - 0
Power share of the combinational group - 19.6%
Power density over the cells - 153 mW/mm2
Portion of synthesized cell area occupied by the leading cell type - 33.4%
Arr. time, crit path - 3930 ps
Worst-path fanout max - 24
Vertical die dimension - 231 um
Primary flip-flop cell chosen by synthesis mapping - dfrtp_1
Total count of max-transition violations in the final report - 0
Crit path buffers/inverters - 2
Dpl ws - 5130 ps
Cells traversed along the worst timing path - inv_1, ha_1, buf_4, nand3_1, nor2_1, a21oi_1, a21oi_1, o21ai_0, o21ai_0, a21oi_1, a221oi_1, nand2_1
Reg2reg start - r_write_byte_cnt[0]
Via-per-instance ratio - 5.46
Worst Max-Slew Pin Slew - 825 ps
Kind of end point of the critical path - flip-flop
Endpoint of the worst setup timing path - uart_tx_inst.data[4]
Antenna Diode Count - 0
Cell family contributing the most delay on the critical path - simple AND/OR/NAND/NOR gates
Post-synth regs - 213
Number of warning messages in the logs - 72
Endpoint of the worst register-to-register path - uart_tx_inst.data[4]
Setup slack after layout - 5180 ps
Max-cap violations - 0
Cell count after synthesis - 1,938
RD Place Congestion - 1.00
Setup repair after global routing missed its margin - false
Post-synthesis to final-layout area growth - 20.7%
Number of cells in Yosys stat - 1,938
CTS H-tree depth - 1
Late-Pin Clk Latency - 550 ps
Source of the critical timing path - r_write_byte_cnt[0]
Post-synth EDFFs - 0
Number of cell instances on the worst register-to-register path - 12
Net switching share of the total power - 30.3%
Die area - 0.0534 mm2
Classification of the worst setup path - reg -> reg
Congestion Overflow GR - 0
I/O pin cnt - 182
Synthesized area per cell - 8.12 um2
Pint - 0.00202 W
Startpoint type of the worst setup path - flip-flop
Hold-fix buffer count after cts - 0
Row count - 83
Post-synth top area cell - dfrtp_1
Internal reg-to-reg setup slack - 5180 ps
TritonCTS sink count - 213
DRT iter0 DRCs - 1,217
Floorplan core area - 0.0516 mm2
Yosys stat area - 0.0157 mm2
Cell with the largest stage delay on the worst path - nand3_1
Most repeated library cell on the critical path - a21oi_1
Init Core Util - 30.5%
Slew headroom - 44.4%
Post-DP HPWL - 47,000 um
Count of buffers added by post-CTS timing repair for setup - 0
Tally of nets with antenna violations remaining after routing - 0
Number of hold-slack violations in the final timing report - 0
Final setup viols - 0
Post-synthesis async set-or-reset flop share - 100%
-- placed cells by master, fill, tap and decap left out, types with 8 or more instances in the layout --
master / instances
o21ai_0: 248
buf_4: 41
clkbuf_1: 8
nand2b_1: 21
a21boi_0: 10
mux2i_1: 43
ha_1: 92
clkbuf_16: 27
o2111ai_1: 8
dfrtp_1: 210
o221ai_1: 9
nor3_1: 29
a21oi_1: 137
nand3_1: 45
clkdlybuf4s50_1: 179
and3b_1: 8
nor2b_1: 11
a311oi_1: 9
o211ai_1: 35
mux2_2: 92
a211oi_1: 17
o22ai_1: 15
nand2_1: 279
nand3b_1: 10
nor2_1: 142
a22oi_1: 8
o31ai_1: 11
a31oi_1: 44
inv_1: 121
-- worst min-delay path by stage --
stage | endpoint | slack [ps] | start
after CTS | uart_tx_inst.data[9] | 460 | uart_tx_inst.data[9]
after global routing | uart_tx_inst.miso | 490 | uart_tx_inst.miso
final | uart_tx_inst.miso | 460 | uart_tx_inst.miso
-- tightest hold or removal path: cells and delay by family, from the launching register on --
kind | cells | cell delay, ps
flops | 1 | 370
simple gates | 2 | 100
-- sequential cells by signal, summed over array words and instances, names as in the netlist, 8 cells and up --
register,flops
r_ph1,30
r_ph2,30
r_ph3,30
r_ph4,30
r_ph5,30
r_freq,28
uart_tx_inst.data,10
uart_tx_inst.div,9
r_write_byte_cnt,8
-- power groups by stage --
stage / combinational [W] / sequential, W / clock (W)
finish: 0.000569 / 0.00120 / 0.00113
CTS: 0.000571 / 0.00120 / 0.00116
global route: 0.000636 / 0.00122 / 0.00121
-- stage by stage --
stage / utilization [%] / area, um2 / cells / hold slack (ps)
after floorplan: - / 15700 / 1938 / 430
after global placement: 35.1 / 18100 / 2713 / 447
after detailed placement: 35.1 / 18100 / 2713 / 450
after CTS: 36.8 / 19000 / 2761 / 459
after global routing: 36.8 / 19000 / 2761 / 495
final: 36.8 / 19000 / 2761 / 462
-- logic make-up after synthesis --
| group | count (synthesis) | synth area share [%] |
|---|---|---|
| multiplexers | 135 | 9.32 |
| AND/OR/NAND/NOR | 616 | 18.1 |
| adder cells (fa/ha/maj) | 92 | 7.31 |
| XOR/XNOR | 8 | 0.445 |
| flip-flops | 213 | 33.9 |
| AND-OR/OR-AND | 626 | 24.2 |
| buffers and inverters | 248 | 6.72 |
-- layout make-up --
cell class | instances | area (um2)
Inverter | 121 | 454
Timing Repair Buffer | 222 | 2130
Multi-Input combinational cell | 1477 | 9350
Tap cell | 680 | 851
Sequential cell | 213 | 5330
Fill cell | 5195 | 32600
Clock buffer | 39 | 761
Clock inverter | 9 | 129
-- routing by layer --
| layer | track usage, % | part of all wire, % | up-vias |
|---|---|---|---|
| li1 | - | - | 7170 |
| met1 | 35.5 | 46 | 7290 |
| met2 | 36.0 | 45 | 541 |
| met3 | 3.45 | 6.4 | 77 |
| met4 | 5.32 | 2.7 | 0 |
| met5 | 0 | 0 | - |
Power and IR drop assume default switching activity.
