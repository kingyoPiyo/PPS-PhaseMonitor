--- run.sh ---
#!/bin/bash
# OpenROAD 26Q1-2900-gdf79404cd8, Yosys 0.63+post, stock flow scripts
make -C /OpenROAD-flow-scripts/flow DESIGN_CONFIG=/design/flow/config.mk WORK_HOME=/design/flow/orfs finish
--- config.mk ---
export PLATFORM = sky130hd
export DESIGN_NAME = freq_counter
export DESIGN_NICKNAME = freq_counter
export VERILOG_FILES = /design/flow/design.v
export SDC_FILE = /design/flow/constraint.sdc
export NUM_CORES = 4
export LEC_CHECK = 1
export CORE_UTILIZATION = 40
--- constraint.sdc ---
current_design freq_counter

set clk_period 3.8
set clk_io_pct 0.2

create_clock -name clk0 -period $clk_period [get_ports {i_clk}]

set non_clock_inputs [all_inputs -no_clocks]
set_input_delay [expr $clk_period * $clk_io_pct] -clock clk0 $non_clock_inputs
set_output_delay [expr $clk_period * $clk_io_pct] -clock clk0 [all_outputs]
--- design.v ---
module freq_counter (
    input   wire            i_clk,       
    input   wire            i_res_n,
    input   wire            i_pps,       
    output  wire    [27:0]  o_freq
    );
    reg [2:0]   r_sync_ff;
    wire        w_pps_posedge = (r_sync_ff[2:1] == 2'b01);
    always @(posedge i_clk or negedge i_res_n) begin
        if (~i_res_n) begin
            r_sync_ff[2:0] <= 3'b000;
        end else begin
            r_sync_ff[2:0] <= {r_sync_ff[1:0], i_pps};
        end
    end
    reg [27:0]  r_cnt_100m;
    reg [27:0]  r_freq;
    always @(posedge i_clk or negedge i_res_n) begin
        if (~i_res_n) begin
            r_cnt_100m[27:0] <= 28'd0;
            r_freq[27:0] <= 28'd0;
        end else if (w_pps_posedge) begin
            r_cnt_100m[27:0] <= 28'd0;
            r_freq[27:0] <= r_cnt_100m[27:0] + 28'd1;
        end else begin
            r_cnt_100m[27:0] <= r_cnt_100m[27:0] + 28'd1;
        end
    end
    assign o_freq[27:0] = r_freq[27:0];
endmodule
==> CHANGELOG.md <==
### Physical design

- Outcome: finished, final reports clean
- Die y size: 81.3 um
- Drt initial violations: 98
- Level count of the clock H-tree: 3
- Highest ir drop seen on vdd: 376 uV
- Clk slew on worst S/H paths: 0.07 ns
- Most frequent cell after synthesis: sky130_fd_sc_hd__dfrtp_1
- Tightest Hold Check Type: reg -> reg
- Yosys warnings: 1
- Width of the die: 81.3 um
- Flip-flop and latch count after synthesis: 59
- Root Driver: sky130_fd_sc_hd__clkbuf_8
- Tally of OpenROAD warnings: 25
- Area of the mapped netlist: 2510 um^2
- Vias post-DR: 1875
- Worst rel slew slack: 0.466
- Number of buffer and inverter instances along the worst setup path: 0
- Kind of cell adding the most delay to the critical path: simple AND/OR/NAND/NOR gates
- Share of the synthesized area in the top cell type: 0.587
- Number of clock sinks: 59
- Top area cells in the synthesized netlist: sky130_fd_sc_hd__dfrtp_1 (59%), sky130_fd_sc_hd__nor2_1 (6.3%), sky130_fd_sc_hd__a21oi_1 (5.2%)
- Kind of end point of the critical path: flip-flop
- Dominant register cell: sky130_fd_sc_hd__dfrtp_1
- Floorplan core area: 5990 um^2
- Setup-violating endpoint count in the final report: 0
- Setup WS pre-CTS: 1.73 ns
- Maximum clock frequency: 475 MHz
- Worst setup SP type: flip-flop
- PnR worst setup slack: 1.69 ns
- Post-synth ARST share: 1.00
- Antenna-violating nets left: 0
- Number of enable flip-flop cells: 0
- Cell leakage power: 1.27 nW
- Detailed-route DRC error count: 0
- Final Max-Slew Violation Tally: 0
- Required time of the critical path: 4.06 ns
- Critical path, cell by cell: ha_1, and3_1, nand3_1, or4_1, a31oi_1
- Number of buffer cells added on primary ports: 30
- Share of post-route cells with drive strength above 1: 0.0968
- Slew @ Worst Pin: 0.799 ns
- Syn_area_per_cell: 10.3 um^2
- Number of standard cells after synthesis: 243
- Detailed-route wire length: 4.79 mm
- Die area: 6610 um^2
- Period Utilization, post-route: 0.554
- Count of buffers added by post-CTS timing repair for setup: 0
- P&R area growth vs syn: 23.6%
- Arrival time of data at the critical path endpoint: 2.37 ns
- Number of antenna violations at the first check in global routing: 0
- Maximum number of pins on one net before global-route repair: 60
- Count of instances resized after the clock tree is built: 0
- Clock buffers created by TritonCTS: 9
- Diodes inserted: 0
- Critical path start-end classification: reg -> reg
- Min cycle time layout: 2.11 ns
- Total number of placement rows: 28
- Initial DRT Pass Iterations: 4
- Global-route wire length before repair: 8.27 mm
- Number of buffers added to fix hold violations after cts: 0
- Largest area contributor in the netlist: sky130_fd_sc_hd__dfrtp_1
- Global-route congestion overflow total: 0
- Maximum Capacitance Violations: 0
- Final tally of hold violations: 0
- Share of synthesized area occupied by flip-flops and latches: 0.587
- Largest driver fanout on the critical path: 11
- Clock latency (worst-skew pair): 0.34 ns
- Setup repair after global routing missed its margin: false
- CTS max path bufs: 2
- Average wire per cell in the routed design: 13.5 um
- Final-layout setup total negative slack: 0 ns
- Cell count listed in synth_stat.txt: 243
- Via count of the first global-routing pass: 1794
- Post-detail-place hpwl: 3.09 mm
- TritonCTS clock tree: built
- Number of vias per cell after detailed routing: 5.30
- Number of placed I/O pins: 31
- Slowest cell on the critical path: sky130_fd_sc_hd__or4_1
- Chip area in the Yosys report: 2510 um^2
- Skew final: 0.00774 ns
- Top post-synthesis cells by count: sky130_fd_sc_hd__dfrtp_1 (59), sky130_fd_sc_hd__nor2_1 (42), sky130_fd_sc_hd__a21oi_1 (26)
- Power per cell area: 499 nW/um^2
- Critical Path Max Stage Delay: 0.59 ns
- Number of distinct library cells after synthesis: 32
- GRT Overall Usage: 0.170
- Final weighted congestion in routability-driven placement: 0.825
- Floorplan core density: 0.420
## cells in the final DEF, fill, tap and decap left out, drive strengths merged, types with 3 or more instances in the layout
cell type / count
a21oi: 26
nand2: 7
or4: 7
a31oi: 12
or3: 7
nand3: 14
xnor2: 7
xor2: 7
dfrtp: 59
clkdlybuf4s50: 29
buf: 3
nor2: 42
clkbuf: 10
and3: 3
nor4: 5
o21ai: 6
o31ai: 5
nand4: 8
and4: 3
inv: 3
## cells by family (layout without fill, tap and decap cells)
family,after synthesis,in the layout,share of synthesized area
AND-OR/OR-AND,50,50,0.112
XOR/XNOR,14,14,0.0488
adder cells (fa/ha/maj),1,1,0.00497
buffers and inverters,15,51,0.0224
flip-flops,59,59,0.587
multiplexers,2,2,0.00846
AND/OR/NAND/NOR,102,102,0.216
## metrics by stage
step / cells / cell area, um^2 / util / total power (W) / hold WS [ns]
finish: 354 / 3110 / 0.519 / 0.00155 / 0.349
global route: 354 / 3110 / 0.519 / 0.00163 / 0.357
CTS: 354 / 3110 / 0.519 / 0.00157 / 0.351
detailed placement: 338 / 2880 / 0.481 / 0.000924 / 0.335
global placement: 338 / 2880 / 0.481 / 0.000923 / 0.337
floorplan: 243 / 2510 / - / 0.000804 / 0.331
## area by class of cell
class | instances | area, um^2
clock buffer | 10 | 138
fill | 519 | 2880
sequential | 59 | 1480
tap | 75 | 93.8
multi-input combinational | 169 | 990
timing repair buffer | 32 | 310
clock inverter | 6 | 88.8
inverter | 3 | 11.3
## registers in the layout, summed over array words and instances, names as in the netlist
register and count:
r_cnt_100m 28, r_freq 28, r_sync_ff 3
## path summary, 6_finish.rpt
path	slack (ns)	to	startpoint	cells past startpoint
min reg2reg	0.35	r_sync_ff[1]$_DFF_PN0_	r_sync_ff[0]$_DFF_PN0_	0
min in group asynchronous	0.56	r_freq[24]$_DFFE_PN0P_	i_res_n	2
max reg2reg	1.69	r_freq[22]$_DFFE_PN0P_	r_cnt_100m[0]$_DFF_PN0_	5
max in group asynchronous	2.76	r_cnt_100m[17]$_DFF_PN0_	i_res_n	2
max	1.69	r_freq[22]$_DFFE_PN0P_	r_cnt_100m[0]$_DFF_PN0_	5
min	0.35	r_sync_ff[1]$_DFF_PN0_	r_sync_ff[0]$_DFF_PN0_	0
## layer usage
| layer | part of all wire | up-vias | wire, um | track usage |
|---|---|---|---|---|
| li1 | - | 930 | - | - |
| met5 | 0 | - | 0 | 0 |
| met1 | 0.51 | 899 | 2450 | 0.268 |
| met2 | 0.43 | 38 | 2070 | 0.246 |
| met4 | 0.015 | 0 | 74 | 0.0268 |
| met3 | 0.043 | 8 | 204 | 0.0547 |
## power by group
part,internal (W),switching [W]
Combinational,0.000114,0.0000631
Clock,0.000386,0.000255
Sequential,0.000690,0.0000427
Total,0.00119,0.000361
Power figures rest on the tool's default switching activity, not on a simulated workload.
